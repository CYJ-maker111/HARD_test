`flow/design.v`:
```
module count(
    input clk,             
    input set_clk,         
    input set_hour,
    input set_min,
    input set_sec,
    input rst,
    input alarm_en,
    input [3:0] alarm_hour_tens,
    input [3:0] alarm_hour_units,
    input [3:0] alarm_min_tens,
    input [3:0] alarm_min_units,
    output [6:0] seg,
    output [3:0] sec,      
    output [3:0] thi,      
    output [3:0] fou,      
    output [3:0] five,     
    output [3:0] six,      
    output alarm
);
reg [3:0] sec_u;  
reg [3:0] sec_t;  
reg [3:0] min_u;  
reg [3:0] min_t;  
reg [3:0] hr_u;   
reg [3:0] hr_t;   
reg set_clk_prev;
reg in_adjust;  
reg set_hour_prev, set_min_prev, set_sec_prev;
reg [6:0] seg_out;
always @(posedge clk or negedge rst) begin
    if (!rst) begin
        sec_u <= 0; sec_t <= 0;
        min_u <= 0; min_t <= 0;
        hr_u  <= 0; hr_t  <= 0;
        in_adjust <= 0;
        set_clk_prev <= 0;
        set_hour_prev <= 0;
        set_min_prev  <= 0;
        set_sec_prev  <= 0;
    end else begin
        set_clk_prev <= set_clk;
        set_hour_prev <= set_hour;
        set_min_prev  <= set_min;
        set_sec_prev  <= set_sec;
        if (set_clk && !set_clk_prev) begin
            in_adjust <= ~in_adjust;
        end
        if (in_adjust) begin
            if (set_sec && !set_sec_prev) begin
                if (sec_u == 9) begin
                    sec_u <= 0;
                    if (sec_t == 5) begin
                        sec_t <= 0;
                    end else begin
                        sec_t <= sec_t + 1;
                    end
                end else begin
                    sec_u <= sec_u + 1;
                end
            end
            if (set_min && !set_min_prev) begin
                if (min_u == 9) begin
                    min_u <= 0;
                    if (min_t == 5) begin
                        min_t <= 0;
                    end else begin
                        min_t <= min_t + 1;
                    end
                end else begin
                    min_u <= min_u + 1;
                end
            end
            if (set_hour && !set_hour_prev) begin
                if (hr_t == 2 && hr_u == 3) begin  
                    hr_t <= 0;
                    hr_u <= 0;
                end else if (hr_u == 9) begin
                    hr_u <= 0;
                    hr_t <= hr_t + 1;
                end else begin
                    hr_u <= hr_u + 1;
                end
            end
        end else begin
            if (sec_u == 9) begin
                sec_u <= 0;
                if (sec_t == 5) begin  
                    sec_t <= 0;
                    if (min_u == 9) begin
                        min_u <= 0;
                        if (min_t == 5) begin  
                            min_t <= 0;
                            if (hr_t == 2 && hr_u == 3) begin  
                                hr_t <= 0;
                                hr_u <= 0;
                            end else if (hr_u == 9) begin
                                hr_u <= 0;
                                hr_t <= hr_t + 1;
                            end else begin
                                hr_u <= hr_u + 1;
                            end
                        end else begin
                            min_t <= min_t + 1;
                        end
                    end else begin
                        min_u <= min_u + 1;
                    end
                end else begin
                    sec_t <= sec_t + 1;
                end
            end else begin
                sec_u <= sec_u + 1;
            end
        end
    end
end
always @(*) begin
    case (sec_u)
        4'd0: seg_out = 7'b0111111;
        4'd1: seg_out = 7'b0000110;
        4'd2: seg_out = 7'b1011011;
        4'd3: seg_out = 7'b1001111;
        4'd4: seg_out = 7'b1100110;
        4'd5: seg_out = 7'b1101101;
        4'd6: seg_out = 7'b1111101;
        4'd7: seg_out = 7'b0000111;
        4'd8: seg_out = 7'b1111111;
        4'd9: seg_out = 7'b1101111;
        default: seg_out = 7'b0000000;
    endcase
end
assign seg  = seg_out;
assign sec  = sec_u;    
assign thi  = sec_t;    
assign fou  = min_u;    
assign five = min_t;    
assign six  = hr_u;     
assign alarm = alarm_en &&
               (hr_t  == alarm_hour_tens) &&
               (hr_u  == alarm_hour_units) &&
               (min_t == alarm_min_tens)  &&
               (min_u == alarm_min_units) &&
               (sec_t == 0) &&
               (sec_u == 0);
endmodule
```
`flow/run.sh`:
```
#!/bin/bash
# OpenROAD 26Q1-2900-gdf79404cd8, Yosys 0.63+post, stock flow scripts
make -C /OpenROAD-flow-scripts/flow DESIGN_CONFIG=/design/flow/config.mk WORK_HOME=/design/flow/orfs finish
```
`flow/config.mk`:
```
export PLATFORM = sky130hd
export DESIGN_NAME = count
export DESIGN_NICKNAME = count
export VERILOG_FILES = /design/flow/design.v
export SDC_FILE = /design/flow/constraint.sdc
export NUM_CORES = 4
export LEC_CHECK = 1
export CORE_AREA = 10 10 108 108
export DIE_AREA = 0 0 118 118
```
`flow/constraint.sdc`:
```
current_design count

set clk_period 3.0
set clk_io_pct 0.2

create_clock -name clk0 -period $clk_period [get_ports {clk}]

set non_clock_inputs [all_inputs -no_clocks]
set_input_delay [expr $clk_period * $clk_io_pct] -clock clk0 $non_clock_inputs
set_output_delay [expr $clk_period * $clk_io_pct] -clock clk0 [all_outputs]
```
==> results.json <==
{
  "status": "complete, no violations",
  "cp_common_cell": "clkdlybuf4s50_1",
  "hold_depth": 2,
  "power.total_mw": 2.26,
  "antenna_cells": 0,
  "rsz0062_at_grt": "no",
  "avgRoutedWirePerCell_um": 12.9,
  "synth_cell_types": 41,
  "crit_type": "primary input to output pin",
  "crit_arrival_ns": 2.28,
  "ant_nets": 0,
  "cp-end-kind": "output pin",
  "warning_count": 32,
  "worstHoldStart": "set_clk_prev",
  "post-route-min-period_ns": 2.88,
  "max_freq_mhz": 347,
  "rows": 35,
  "cpMaxStageDelayCell": "clkdlybuf4s50_1",
  "crit_path_start_kind": "primary input",
  "critPathRequiredTime_ns": 2.40,
  "layout_worst_path_cycle_share_pct": 96.1,
  "pre_cts_slack_ns": -0.0365,
  "synth_area_leader_cell": "dfrtp_1",
  "clock_sinks": 29,
  "grt_pass1_wl_um": 7910,
  "drive_gt1_share_pct": 10.0,
  "fp_util_pct": 19.5,
  "power_density_mw_per_mm2": 876,
  "leakagePower_nw": 1.04,
  "p_comb_share_pct": 47.6,
  "grt_max_degree": 30,
  "peakVddDrop_mv": 0.280,
  "grt_pass1_vias": 1489,
  "r2r_cells": 7,
  "max-cap-violations": 0,
  "p_switching_mw": 0.825,
  "setup_ws_ns": 0.116,
  "area_leaders": "dfrtp_1 (40%), xnor2_1 (9.7%), ha_1 (6.2%)",
  "holdWs_ns": 0.511,
  "syn2layout_area_growth_pct": 42.6,
  "top_area_share_pct": 40.1,
  "first_pass_iters": 4,
  "path_cells": "clkdlybuf4s50_1 -> xor2_1 -> nor4_1 -> nand4_1 -> nor4_2 -> clkdlybuf4s50_1",
  "die_area_mm2": 0.0139,
  "vias": 1504,
  "die_h_um": 118,
  "grt_overflow": 0,
  "p_sw_share_pct": 36.5,
  "remaining_drc_errors": 0,
  "fin_worst_skew_ns": 0.00500,
  "edf_count": 0,
  "cts_root_buffer": "clkbuf_8",
  "place_congestion": 0.785,
  "synth_cells": 185,
  "drv_slew": 0,
  "synth_stat.cells": 185,
  "via_per_inst": 4.08,
  "setup_viol": 0,
  "maxSlewHeadroom_pct": 71.3,
  "hold-path-endpoint": "in_adjust",
  "cts_tree": "done",
  "place_hpwl_um": 3710,
  "hold_path_class": "register to register",
  "critPathMaxStageDelay_ns": 0.51,
  "yosysSeqAreaShare_pct": 40.1,
  "finish.utilization_pct": 27.8,
  "common_cells": "dfrtp_1 (29), xnor2_1 (20), nor2_1 (13)",
  "core-area_mm2": 0.00928,
  "rr_startpoint": "sec_u[1]",
  "antenna_found_initial": 0,
  "cp_max_fo": 1,
  "synth_area_mm2": 0.00181,
  "ys_warn_count": 1,
  "clk_latency_ns": 0.28,
  "clkPwrFrac_pct": 15.6,
  "ios": 51,
  "synth-main-ff-cell": "dfrtp_1",
  "ctsHoldBuffers": 0,
  "cts_setup_buffers": 0,
  "yosysMostFrequentCell": "dfrtp_1",
  "fin_setup_tns_ns": 0,
  "yosysChipArea_mm2": 0.00181,
  "finalHoldViolCount": 0,
  "die_w_um": 118,
  "synth_async_sr_flop_share_pct": 100,
  "h-tree-depth": 2,
  "p_int_mw": 1.43,
  "r2r_slack_ns": 0.67,
  "ys_ff": 29,
  "wl_um": 4770,
  "io_buffer_count": 50,
  "grtUsageTotal_pct": 6.80,
  "first_iter_violations": 44,
  "worst_slew_pin_slew_ns": 0.430,
  "pwr-share-seq_pct": 36.8,
  "clockBufferDepth": 2,
  "r2r-end": "hr_t[0]",
  "cts_buffers": 5,
  "synth.avg_cell_area_um2": 9.78,
  "path_clk_slew_ns": 0.06
}
-- final cells by class --
| class | count | area (um2) |
|---|---|---|
| inverters | 10 | 37.5 |
| well taps | 129 | 161 |
| multi-input cells | 139 | 1020 |
| repair buffers | 54 | 531 |
| flip-flops and latches | 29 | 726 |
| clock inverters | 1 | 5.00 |
| clock buffers | 7 | 96.3 |
| fillers | 982 | 6700 |
-- worst max-delay path by stage --
stage / to / cells past startpoint / slack (ns) / start
5_1_grt: alarm / 6 / 0.03 / alarm_min_units[2]
4_1_cts: alarm / 6 / 0.07 / alarm_en
6_report: alarm / 6 / 0.12 / alarm_min_units[2]
-- power groups by stage --
| stage | combinational, mW | sequential (mW) | clock [mW] |
|---|---|---|---|
| after global routing | 1.21 | 0.889 | 0.381 |
| after CTS | 1.10 | 0.838 | 0.366 |
| final | 1.08 | 0.832 | 0.352 |
-- cells by family after synthesis --
group | after synthesis | synth area share [%]
compound gates | 28 | 10.5
xor+xnor | 26 | 12.6
fa+ha+maj | 9 | 6.22
buf+inv | 17 | 3.80
flops | 29 | 40.1
mux | 10 | 6.15
simple gates | 66 | 20.6
-- timing repair --
action / CTS / global route
gates cloned: 0 / 0
gates resized: 0 / 2
endpoints found under the setup margin: 1 / 1
pin swaps: 1 / 0
-- state kept, by name (all words and copies together) (netlist names) --
name           flops
set_min_prev       1
sec_t              4
in_adjust          1
set_sec_prev       1
min_t              4
min_u              4
hr_u               4
hr_t               4
sec_u              4
set_clk_prev       1
set_hour_prev      1
-- metal layers --
layer | up-vias | share of wire [%] | global-route usage [%] | routed length (um)
li1 | 747 | - | - | -
met1 | 718 | 46 | 8.91 | 2170
met2 | 37 | 48 | 11.2 | 2270
met3 | 2 | 6.1 | 1.90 | 289
met4 | 0 | 0.88 | 0.850 | 42
met5 | - | 0 | 0 | 0
-- placed cells by master, fill, tap and decap left out, types with 2 or more instances in the layout --
| master | Yosys | final |
|---|---|---|
| clkdlybuf4s50_1 | 0 | 50 |
| dfrtp_1 | 29 | 29 |
| xnor2_1 | 20 | 20 |
| o21ai_0 | 12 | 12 |
| nor2_1 | 13 | 12 |
| nand2_1 | 11 | 11 |
| nand3_1 | 11 | 11 |
| inv_1 | 10 | 10 |
| ha_1 | 9 | 9 |
| clkbuf_8 | 0 | 7 |
| nor2b_1 | 6 | 6 |
| xor2_1 | 6 | 6 |
| nand2b_1 | 5 | 5 |
| mux2_2 | 5 | 5 |
| a21oi_1 | 4 | 4 |
| o22ai_1 | 4 | 4 |
| nand4_1 | 4 | 4 |
| mux2_1 | 4 | 4 |
| buf_4 | 1 | 4 |
| and3b_1 | 2 | 2 |
| and3_1 | 2 | 2 |
| or3_1 | 2 | 2 |
-- worst max-delay path: cells and delay by family --
family / cells / cell delay, ns
xor gates and xnor gates: 1 / 0.14
buffers and inverters: 2 / 0.92
and+or+nand+nor: 3 / 0.62
-- stage by stage --
stage	area (um2)	instances
finish	2580	369
global route	2580	369
CTS	2570	369
detailed placement	2470	361
global placement	2470	361
floorplan	1810	185
Power figures rest on the tool's default switching activity, not on a simulated workload.
