`config.mk`:
```
export PLATFORM = sky130hd
export DESIGN_NAME = clock
export DESIGN_NICKNAME = clock
export VERILOG_FILES = /design/flow/design.v
export SDC_FILE = /design/flow/constraint.sdc
export NUM_CORES = 4
export LEC_CHECK = 1
export CORE_UTILIZATION = 50
```
`constraint.sdc`:
```
current_design clock

set clk_period 3.0
set clk_io_pct 0.2

create_clock -name clk0 -period $clk_period [get_ports {clk}]

set non_clock_inputs [all_inputs -no_clocks]
set_input_delay [expr $clk_period * $clk_io_pct] -clock clk0 $non_clock_inputs
set_output_delay [expr $clk_period * $clk_io_pct] -clock clk0 [all_outputs]
```
`design.v`:
```
module clock(
    input clk,            
    input set_clr,        
    input set_clk,        
    input set_hour,
    input set_min,
    input set_sec,
    input rst,            
    input set_alarm,      
    input alarm_on_off,   
    output [6:0] seg,     
    output [3:0] sec,     
    output [3:0] thi,     
    output [3:0] four,    
    output [3:0] five,    
    output [3:0] six,     
    output alarm_flag,
    output buzzer
);
reg [3:0] cnt;            
reg [3:0] sec_cnt;        
reg [3:0] thi_cnt;        
reg [3:0] four_cnt;       
reg [3:0] five_cnt;       
reg [3:0] six_cnt;        
reg [3:0] alarm_thi_cnt;    
reg [3:0] alarm_four_cnt;   
reg [3:0] alarm_five_cnt;   
reg [3:0] alarm_six_cnt;    
reg [9:0] clk_div_cnt;
wire clk_1hz = (clk_div_cnt == 10'd999);  
reg set_clk_sync, set_clk_prev;
wire set_clk_rise;
reg prev_alarm_on_off;
reg alarm_enabled;
reg alarm_triggered;
reg [8:0] buzzer_counter;   
reg [5:0] alarm_duration_counter;   
reg buzzer_output;
always @(posedge clk or negedge rst) begin
    if (!rst) begin
        set_clk_sync <= 1'b0;
    end else begin
        set_clk_sync <= set_clk;
    end
end
always @(posedge clk or negedge rst) begin
    if (!rst)
        set_clk_prev <= 1'b0;
    else
        set_clk_prev <= set_clk_sync;
end
assign set_clk_rise = set_clk_sync & ~set_clk_prev;
always @(posedge clk or negedge rst) begin
    if (!rst)
        clk_div_cnt <= 10'd0;
    else if (clk_div_cnt == 10'd999)
        clk_div_cnt <= 10'd0;
    else
        clk_div_cnt <= clk_div_cnt + 1'b1;
end
always @(posedge clk or negedge rst) begin
    if (!rst) begin
        prev_alarm_on_off <= 1'b0;
        alarm_enabled <= 1'b0;
    end else begin
        prev_alarm_on_off <= alarm_on_off;
        if (alarm_on_off & ~prev_alarm_on_off)
            alarm_enabled <= ~alarm_enabled;
    end
end
always @(posedge clk or negedge rst) begin
    if (!rst) begin
        buzzer_counter <= 9'd0;
        buzzer_output <= 1'b0;
        alarm_duration_counter <= 6'd0;
        alarm_triggered <= 1'b0;
    end else begin
        if (clk_1hz) begin
            if (alarm_enabled && 
                thi_cnt == alarm_thi_cnt &&
                four_cnt == alarm_four_cnt &&
                five_cnt == alarm_five_cnt &&
                six_cnt == alarm_six_cnt) begin
                if (!alarm_triggered) begin
                    alarm_triggered <= 1'b1;
                    alarm_duration_counter <= 6'd0;   
                end
            end
            if (alarm_triggered) begin
                if (alarm_duration_counter < 6'd59) begin   
                    alarm_duration_counter <= alarm_duration_counter + 1'b1;
                end else begin
                    alarm_triggered <= 1'b0;   
                end
            end
        end
        buzzer_counter <= buzzer_counter + 1'b1;
        if (alarm_triggered) begin
            if (buzzer_counter[0]) begin   
                buzzer_output <= 1'b1;
            end else begin
                buzzer_output <= 1'b0;
            end
        end else begin
            buzzer_output <= 1'b0;
            buzzer_counter <= 9'd0;
        end
    end
end
always @(posedge clk or negedge rst) begin
    if (!rst) begin
        cnt <= 4'd0;
        sec_cnt <= 4'd0;
        thi_cnt <= 4'd0;
        four_cnt <= 4'd0;
        five_cnt <= 4'd0;
        six_cnt <= 4'd0;
    end else if (set_clk_rise && set_clr && !set_alarm) begin
        if (set_sec) begin
            if (cnt == 4'd9) begin
                cnt <= 4'd0;
                if (sec_cnt == 4'd5) sec_cnt <= 4'd0;
                else sec_cnt <= sec_cnt + 1'b1;
            end else begin
                cnt <= cnt + 1'b1;
            end
        end else if (set_min) begin
            if (thi_cnt == 4'd9) begin
                thi_cnt <= 4'd0;
                if (four_cnt == 4'd5) four_cnt <= 4'd0;
                else four_cnt <= four_cnt + 1'b1;
            end else begin
                thi_cnt <= thi_cnt + 1'b1;
            end
        end else if (set_hour) begin
            if (five_cnt == 4'd9) begin
                five_cnt <= 4'd0;
                if (six_cnt == 4'd2) six_cnt <= 4'd0;
                else six_cnt <= six_cnt + 1'b1;
            end else if (six_cnt == 4'd2 && five_cnt == 4'd3) begin
                five_cnt <= 4'd0;
                six_cnt <= 4'd0;
            end else begin
                five_cnt <= five_cnt + 1'b1;
            end
        end
    end else if (!set_clr && !set_alarm && clk_1hz) begin
        if (cnt == 4'd9) begin
            cnt <= 4'd0;
            if (sec_cnt == 4'd5) begin
                sec_cnt <= 4'd0;
                if (thi_cnt == 4'd9) begin
                    thi_cnt <= 4'd0;
                    if (four_cnt == 4'd5) begin
                        four_cnt <= 4'd0;
                        if (six_cnt == 4'd2 && five_cnt == 4'd3) begin
                            five_cnt <= 4'd0;
                            six_cnt <= 4'd0;
                        end else if (five_cnt == 4'd9) begin
                            five_cnt <= 4'd0;
                            six_cnt <= six_cnt + 1'b1;
                        end else begin
                            five_cnt <= five_cnt + 1'b1;
                        end
                    end else begin
                        four_cnt <= four_cnt + 1'b1;
                    end
                end else begin
                    thi_cnt <= thi_cnt + 1'b1;
                end
            end else begin
                sec_cnt <= sec_cnt + 1'b1;
            end
        end else begin
            cnt <= cnt + 1'b1;
        end
    end
end
always @(posedge clk or negedge rst) begin
    if (!rst) begin
        alarm_thi_cnt <= 4'd0;
        alarm_four_cnt <= 4'd0;
        alarm_five_cnt <= 4'd0;
        alarm_six_cnt <= 4'd0;
    end else if (set_clk_rise && set_alarm) begin
        if (set_min) begin
            if (alarm_thi_cnt == 4'd9) begin
                alarm_thi_cnt <= 4'd0;
                if (alarm_four_cnt == 4'd5) alarm_four_cnt <= 4'd0;
                else alarm_four_cnt <= alarm_four_cnt + 1'b1;
            end else begin
                alarm_thi_cnt <= alarm_thi_cnt + 1'b1;
            end
        end else if (set_hour) begin
            if (alarm_five_cnt == 4'd9) begin
                alarm_five_cnt <= 4'd0;
                if (alarm_six_cnt == 4'd2) alarm_six_cnt <= 4'd0;
                else alarm_six_cnt <= alarm_six_cnt + 1'b1;
            end else if (alarm_six_cnt == 4'd2 && alarm_five_cnt == 4'd3) begin
                alarm_five_cnt <= 4'd0;
                alarm_six_cnt <= 4'd0;
            end else begin
                alarm_five_cnt <= alarm_five_cnt + 1'b1;
            end
        end
    end
end
wire [6:0] seg_cnt = bcd_to_seg(cnt);
wire [6:0] seg_alarm_thi = bcd_to_seg(alarm_thi_cnt);
function [6:0] bcd_to_seg;
    input [3:0] bcd;
    case (bcd)
        4'd0: bcd_to_seg = 7'b0111111;
        4'd1: bcd_to_seg = 7'b0000110;
        4'd2: bcd_to_seg = 7'b1011011;
        4'd3: bcd_to_seg = 7'b1001111;
        4'd4: bcd_to_seg = 7'b1100110;
        4'd5: bcd_to_seg = 7'b1101101;
        4'd6: bcd_to_seg = 7'b1111101;
        4'd7: bcd_to_seg = 7'b0000111;
        4'd8: bcd_to_seg = 7'b1111111;
        4'd9: bcd_to_seg = 7'b1101111;
        default: bcd_to_seg = 7'b0000000;
    endcase
endfunction
assign seg = set_alarm ? seg_alarm_thi : seg_cnt;
assign sec  = set_alarm ? 4'd0 : sec_cnt;
assign thi  = set_alarm ? alarm_thi_cnt : thi_cnt;
assign four = set_alarm ? alarm_four_cnt : four_cnt;
assign five = set_alarm ? alarm_five_cnt : five_cnt;
assign six  = set_alarm ? alarm_six_cnt : six_cnt;
assign alarm_flag = alarm_triggered;
assign buzzer = buzzer_output;
endmodule
```
`run.sh`:
```
#!/bin/bash
# OpenROAD 26Q1-2900-gdf79404cd8, Yosys 0.63+post, stock flow scripts
make -C /OpenROAD-flow-scripts/flow DESIGN_CONFIG=/design/flow/config.mk WORK_HOME=/design/flow/orfs finish
```
==> flow_summary.yaml <==
# flow metrics
setup_path:
  worstPathMaxFanout: 8
  rrSetupSlack_ps: 640
  reg2reg_from: "clk_div_cnt[0]$_DFF_PN0_"
  r2r-end: "six_cnt[1]$_DFFE_PN0P_"
  path_class: "flip-flop to primary output"
  worst_setup_path_start_kind: "flip-flop"
  required_ps: 2400
  r2r_cells: 6
  arrival_ps: 2160
  cp-end-kind: "primary output"
  crit_start: "cnt[1]$_DFFE_PN0P_"
yosys:
  ys_cells: 443
  ff_type: "dfrtp_1"
  async_flop_share: 1.00
  top_area_cell: "dfrtp_1"
  top_area_frac: 0.384
  synth_area_per_cell_um2: 9.27
  yosysSeqAreaShare: 0.384
  area_leaders: "dfrtp_1 38%, ha_1 7.9%, mux2_2 4.4%"
  netlist_area_um2: 4110
  synth_flops: 63
  synth_cell_types: 66
  edf_count: 0
  ys_warn_count: 1
  syn_inst: 443
  yosys_area_um2: 4110
timing:
  worst_pin_slew_ps: 486
  period_used_share: 0.920
  whs_ps: 262
  hold_viol: 0
  fmax_mhz: 362
  fin_skew_ps: 5.92
  rsz0062_at_grt: "false"
  setup-violations-final: 0
  layout_min_cycle_time_ps: 2760
  slew_headroom: 0.676
  slew_viol_final: 0
  finalSetupTns_ps: 0
grt:
  grt_use_total: 0.220
  met2_usage: 0.324
  grt_pass1_vias: 3029
  grt_pass1_wl_um: 14700
  grt.overflow.total: 0
  grt_start_max_net_pins: 41
  antenna_found_initial: 0
  met3_usage: 0.0267
  top_usage_layer: "met1"
  grt.met1_usage: 0.375
power_and_ir_drop:
  combPwrFrac: 0.300
  p_int_uw: 1700
  p_total_uw: 2600
  p_leak_uw: 0.00210
  power_density_nw_per_um2: 546
  swShare: 0.347
  clockPowerShare: 0.259
  ir_drop_mv: 0.296
  switchingPower_uw: 903
  seqPwrFrac: 0.441
detailed_routing:
  drt.antenna.violating_nets: 0
  diodes: 0
  via_per_inst: 5.39
  vias: 3171
  dr.first_iter.drc_count: 89
  wire_per_inst_um: 14.6
  drc: 0
  totalWireLength_um: 8590
  dr.pass1.iters: 4
placement:
  io_buffers: 37
  dp_hpwl_um: 6190
  gp_congestion: 0.875
cts:
  clock_latency_ps: 330
  htree_levels: 3
  root_buffer: "clkbuf_8"
  path_clk_slew_ps: 70
  cts_setup_buffers: 0
  cts_made_buffers: 9
  cts.sinks: 63
  cts_buffer_depth: 2
  cts_tree: "built"
status:
  outcome: "completed"
floorplan:
  fp.dieH_um: 92.6
  fp_util: 0.523
  rows: 32
  die-area_um2: 8580
  core_area_um2: 7850
  die_w_um: 92.6
  ios: 38
layout:
  drive_gt1_frac: 0.123
  area_delta_synth_final_pct: 16.0
flow_run:
  cap_violations: 0
  tool_warnings: 44
hold_path:
  min_path_type: "input pin to async pin"
-- per-layer routing --
layer | vias up | part of all wire
met2 | 50 | 0.44
met5 | - | 0
met4 | 0 | 0.0069
li1 | 1642 | -
met3 | 5 | 0.031
met1 | 1474 | 0.52
-- cell usage after synthesis (2+ instances only) --
| cell type | number |
|---|---|
| mux2_2 | 16 |
| buf_1 | 3 |
| and4bb_2 | 2 |
| ha_1 | 26 |
| a31oi_1 | 4 |
| nor3_1 | 9 |
| nor3b_1 | 4 |
| or2_2 | 2 |
| clkbuf_1 | 10 |
| o2111ai_1 | 2 |
| nor4_1 | 4 |
| xnor2_1 | 14 |
| nor4bb_1 | 2 |
| or3_2 | 2 |
| o22a_1 | 3 |
| nand3_1 | 22 |
| o2bb2ai_1 | 3 |
| xor2_1 | 20 |
| inv_1 | 20 |
| a21o_1 | 6 |
| and3_2 | 2 |
| a21oi_1 | 19 |
| nor2_1 | 38 |
| and2_1 | 2 |
| nand3b_1 | 3 |
| o22ai_1 | 2 |
| nand2b_1 | 8 |
| nand2_1 | 43 |
| nor2b_1 | 3 |
| and3_1 | 3 |
| o21ai_0 | 29 |
| or3_1 | 5 |
| dfrtp_1 | 63 |
| a211oi_1 | 3 |
| o211ai_1 | 5 |
| mux2i_1 | 3 |
| o21a_1 | 3 |
| nand4_1 | 7 |
-- cell usage in the layout (no fill, tap or decap), drive strengths merged, types with 20 or more instances in the layout --
| cell type | netlist | routed |
|---|---|---|
| xor2 | 20 | 20 |
| nand3 | 23 | 23 |
| dfrtp | 63 | 63 |
| clkdlybuf4s50 | 0 | 36 |
| a21oi | 20 | 20 |
| o21ai | 30 | 30 |
| inv | 20 | 20 |
| ha | 26 | 26 |
| nand2 | 43 | 43 |
| nor2 | 38 | 38 |
-- cell type report --
cell class                 count  area (µm²)
fill                         662        3080
multi-input combinational    343        2380
sequential                    63        1580
timing repair buffer          44         430
clock buffer                  13         159
tap                          102         128
inverter                      20        75.1
clock inverter                 3        17.5
-- state kept, by name, summed over array words and instances, names as in the netlist, 4 cells and up --
signal,cells
sec_cnt,4
alarm_four_cnt,4
alarm_six_cnt,4
alarm_thi_cnt,4
five_cnt,4
thi_cnt,4
clk_div_cnt,10
four_cnt,4
cnt,4
alarm_duration_counter,6
alarm_five_cnt,4
six_cnt,4
-- power by group through the flow --
stage | clock, µW | sequential (µW) | combinational, µW
5_1_grt | 735 | 1170 | 882
6_report | 674 | 1150 | 780
4_1_cts | 690 | 1150 | 787
-- stage by stage --
| stage | instance area (µm²) | worst slack (ps) | util | instances |
|---|---|---|---|---|
| 5_1_grt | 4770 | 113 | 0.607 | 588 |
| 6_report | 4770 | 240 | 0.607 | 588 |
| 4_1_cts | 4760 | 159 | 0.607 | 588 |
| 2_1_floorplan | 4110 | 810 | - | 443 |
| 3_3_place_gp | 4590 | 240 | 0.585 | 572 |
| 3_5_place_dp | 4590 | 216 | 0.585 | 572 |
-- cells by family after synthesis --
kind of cell,Yosys count,share of synthesized area
and+or+nand+nor,170,0.220
AOI/OAI and AO/OA,93,0.153
DFF,63,0.384
buffers and inverters,37,0.0372
xor gates and xnor gates,34,0.0725
adders and majority gates,26,0.0792
muxes,20,0.0548
-- repair_timing --
item                                    CTS  global route
gates resized                             0             1
hold buffers                              0             0
endpoints found under the setup margin    0             1
-- how the worst max path moves through the flow --
| stage | endpoint | slack [ps] | cells past startpoint |
|---|---|---|---|
| after CTS | seg[1] | 160 | 6 |
| after global routing | seg[3] | 110 | 8 |
| final | seg[1] | 240 | 6 |
-- worst max-delay path, cell delays in order (launching register included) --
cell and delay (ps):
dfrtp_1 510, inv_1 160, ha_1 320, a21oi_1 170
nor3_1 60, a21oi_1 120, clkdlybuf4s50_1 490
Power is estimated from default activity; no workload was simulated.
